$ cat ./design.v
module Data_Sync #(parameter NUM_STAGES = 2,BUS_WIDTH = 8)
(
    input   wire    [BUS_WIDTH-1:0]     Unsync_bus                              ,
    input   wire                        bus_enable                              ,
    input   wire                        RST                                     ,
    input   wire                        CLK                                     ,
    output  reg                         enable_pulse                            ,
    output  reg     [BUS_WIDTH-1:0]     Sync_bus                          
);
    reg             [NUM_STAGES-1:0]   register                                 ;
    reg                                enable_out                               ;
    wire                               And_out                                  ;
    always @(posedge CLK or negedge RST) 
        begin
            if(!RST)
                begin                            
                    register   <= 'b0                                           ;
                    enable_out <= 'b0                                           ;
                end
            else
                {enable_out,register} <= {register[NUM_STAGES-1:0],bus_enable}  ;
        end
    assign  And_out = (~enable_out) & register[NUM_STAGES-1]                    ;
    always@(posedge CLK or negedge RST)
        begin
            if(!RST)
                enable_pulse   <= 'b0                                           ; 
            else
                enable_pulse <= And_out                                         ;
        end
    always@(posedge CLK or negedge RST)
        begin
            if(!RST)
                Sync_bus <= 'b0                                                 ;
            else 
                if(And_out)
                    Sync_bus <= Unsync_bus                                      ;
        end
endmodule
$ cat ./run.sh
#!/bin/bash
# OpenROAD 26Q1-2900-gdf79404cd8, Yosys 0.63+post, stock flow scripts
make -C /OpenROAD-flow-scripts/flow DESIGN_CONFIG=/design/flow/config.mk WORK_HOME=/design/flow/orfs finish
$ cat ./config.mk
export PLATFORM = sky130hd
export DESIGN_NAME = Data_Sync
export DESIGN_NICKNAME = Data_Sync
export VERILOG_FILES = /design/flow/design.v
export SDC_FILE = /design/flow/constraint.sdc
export NUM_CORES = 4
export LEC_CHECK = 1
export CORE_AREA = 10 10 70 70
export DIE_AREA = 0 0 80 80
$ cat ./constraint.sdc
current_design Data_Sync

set clk_period 2.6
set clk_io_pct 0.2

create_clock -name clk0 -period $clk_period [get_ports {CLK}]

set non_clock_inputs [all_inputs -no_clocks]
set_input_delay [expr $clk_period * $clk_io_pct] -clock clk0 $non_clock_inputs
set_output_delay [expr $clk_period * $clk_io_pct] -clock clk0 [all_outputs]
==> results.sh <==
# yosys + openroad results
export IMPL_clock_skew_ns=0.000138
export IMPL_status="complete, no violations"
export IMPL_place_ws_ns=1.25
export IMPL_vias=254
export IMPL_maxCapViolCount=0
export IMPL_hold_viol_final=0
export IMPL_cts_repair_resized=0
export IMPL_portBuffers=19
export IMPL_ys_warn_count=1
export IMPL_setup_tns_ns=0
export IMPL_ys_cells=22
export IMPL_rsz0062_at_grt="false"
export IMPL_grt_max_degree=13
export IMPL_cts_htree_levels=1
export IMPL_die_y_um=80
export IMPL_synthToLayoutAreaGrowth_pct=58.1
export IMPL_use_met1_pct=3.89
export IMPL_cp_max_fo=2
export IMPL_fp_dieW_um=80
export IMPL_irDropWorstVdd_mv=0.165
export IMPL_core_area_mm2=0.00342
export IMPL_crit_buf_inv=1
export IMPL_path_clk_slew_ns=0.07
export IMPL_final_setup_worst_slack_ns=0.977
export IMPL_mostFrequentLayoutCell="clkdlybuf4s50_1"
export IMPL_cts_setup_buffers=0
export IMPL_vias_per_cell=2.82
export IMPL_endpoint_kind="output pin"
export IMPL_syn_inst=22
export IMPL_finalSetupViolCount=0
export IMPL_cts_hold_buf=0
export IMPL_period_used_pct=62.4
export IMPL_cpPeakStageDelay_ns=0.48
export IMPL_cp_top_family="buffers and inverters"
export IMPL_drt_initial_drc_count=4
export IMPL_antenna_found_initial=0
export IMPL_drtAntennaViolNets=0
export IMPL_root_buffer="clkbuf_4"
export IMPL_drive_above_1_share_pct=29.5
export IMPL_drt_wl_total_um=955
export IMPL_ys_seq_share_pct=66.1
export IMPL_critical_path_class="register to output pin"
export IMPL_yosysChipArea_um2=454
export IMPL_ioPinCount=20
export IMPL_avgRoutedWirePerCell_um=10.6
export IMPL_max_freq_mhz=616
export IMPL_use_met2_pct=4.17
export IMPL_drc_errors=0
export IMPL_clockBufferDepth=2
export IMPL_worstSkewPairLatency_ns=0.27
export IMPL_mostFrequentLayoutCells="clkdlybuf4s50_1 (19), dfrtp_1 (12), mux2_4 (8), clkbuf_4 (3)"
export IMPL_fp_util_pct=13.3
export IMPL_worstPathArrival_ns=1.10
export IMPL_grt_pass1_wl_um=1500
export IMPL_grt_total_usage_pct=3.15
export IMPL_holdCritPathClass="register to register"
export IMPL_antenna_cells=0
export IMPL_tightest_slew_ns=0.531
export IMPL_maxSlewHeadroom_pct=64.5
export IMPL_cts_inserted_buffers=3
export IMPL_worstPathCellList="clkdlybuf4s50_1"
export IMPL_slew_violations=0
export IMPL_required_ns=2.08
export IMPL_min_period_ns=1.62
export IMPL_ys_types=4
export IMPL_cts_tree="built"
export IMPL_grt_pass1_vias=266
export IMPL_rows=21
export IMPL_synth_seq_cells=12
export IMPL_p_per_area_mw_per_mm2=629
export IMPL_stage_log_warnings=25
export IMPL_die_area_mm2=0.00640
export IMPL_gr_total_overflow=0
export IMPL_cp_start_kind="register"
export IMPL_power_leakage_nw=0.304
export IMPL_fin_util_pct=21.0
export IMPL_syn_area_per_cell_um2=20.6
export IMPL_netlist_area_um2=454
export IMPL_cts_sink_count=12
export IMPL_gr_usage_met3_pct=2.95
export IMPL_drtPass1Iterations=2
export IMPL_top_usage_layer="met2"
export IMPL_slowest_stage="clkdlybuf4s50_1"
export IMPL_place_gp_congestion=0.726
-- logic make-up after synthesis --
logic type / count (synthesis) / synth area share [%]
buffers and inverters: 1 / 4.41
DFF: 12 / 66.1
muxes: 8 / 26.4
and+or+nand+nor: 1 / 3.03
-- synthesized netlist by cell type, drive strengths merged --
master   n  area (µm²)
nor2b    1        13.8
mux2     8         120
dfrtp   12         300
buf      1        20.0
-- worst paths after layout --
kind	start	endpoint	slack, ns	cells past startpoint
worst max register to register	enable_out	Sync_bus[7]	1.42	2
worst min register to register	register[0]	register[1]	0.35	0
min in group asynchronous	RST	Sync_bus[2]	0.60	1
worst min-delay path	register[0]	register[1]	0.35	0
worst max-delay path	Sync_bus[0]	Sync_bus[0]	0.98	1
max in group asynchronous	RST	Sync_bus[5]	1.65	1
-- per-stage QoR --
stage          hold slack (ns)  cell area, µm²  cells  total power (W)
2_1_floorplan            0.224             454     22         0.000252
3_3_place_gp             0.332             682     86         0.000311
3_5_place_dp             0.336             682     86         0.000312
4_1_cts                  0.353             718     90         0.000462
5_1_grt                  0.365             718     90         0.000485
6_report                 0.353             718     90         0.000452
-- sequential cells by signal, indices dropped and copies added, names as in the netlist --
signal        count
Sync_bus          8
register          2
enable_out        1
enable_pulse      1
-- metal layers --
| layer | share of wire [%] | routed length [µm] | up-vias |
|---|---|---|---|
| met5 | 0 | 0 | - |
| met4 | 0 | 0 | 0 |
| met3 | 19 | 180 | 0 |
| met2 | 39 | 374 | 17 |
| met1 | 42 | 400 | 118 |
| li1 | - | - | 119 |
-- cell type report --
class                   count  area [µm²]
well taps                  46        57.6
repair buffers             19         190
multi-input cells           9         134
clock buffers               4        36.3
flip-flops and latches     12         300
fillers                   379        2700
-- where the power goes --
part           switching (W)  internal [W]
Clock              0.0000609     0.0000850
Sequential         0.0000110      0.000208
Combinational      0.0000166     0.0000701
Total              0.0000885      0.000363
Power and IR drop assume default switching activity.
