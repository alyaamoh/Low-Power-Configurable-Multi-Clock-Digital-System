### design/flow/config.mk
export PLATFORM = sky130hd
export DESIGN_NAME = ALU_Top
export DESIGN_NICKNAME = ALU_Top
export VERILOG_FILES = /design/flow/design.v
export SDC_FILE = /design/flow/constraint.sdc
export NUM_CORES = 4
export LEC_CHECK = 1
export CORE_UTILIZATION = 40
### design/flow/constraint.sdc
current_design ALU_Top

set clk_period 1.3
set clk_io_pct 0.2

create_clock -name clk0 -period $clk_period [get_ports {CLK}]

set non_clock_inputs [all_inputs -no_clocks]
set_input_delay [expr $clk_period * $clk_io_pct] -clock clk0 $non_clock_inputs
set_output_delay [expr $clk_period * $clk_io_pct] -clock clk0 [all_outputs]
### design/flow/design.v
module ALU_Top #(parameter 	A_WIDTH = 8	, B_WIDTH = 8 , OUT_WIDTH = 16, ALU_FUN_WIDTH = 4)
(	
	input  wire [A_WIDTH-1:0] 			A							,
	input  wire [B_WIDTH-1:0] 			B							,
	input  wire [ALU_FUN_WIDTH-1:0] 	ALU_FUN						,
	input  wire							ALU_EN						,
	input  wire 		  				CLK							,
	input  wire							RST							,
	output reg  [OUT_WIDTH-1:0] 		ALU_OUT						,	
	output reg							OUT_VALID
);
	wire 								Arith_en					;
	wire 								Logic_en					;
	wire 								CMP_en						;
	wire 								Shift_en					;
	wire        [OUT_WIDTH-1:0]			Arith_OUT					;
	wire        [OUT_WIDTH-1:0]			Logic_OUT					;
	wire        [OUT_WIDTH-1:0]			CMP_OUT						;
	wire        [OUT_WIDTH-1:0]			Shift_OUT					;
	wire								Valid_Arith					;
	wire								Valid_Logic					;
	wire								Valid_CMP					;
	wire								Valid_Shift					;
	reg  		[OUT_WIDTH-1:0] 		Result_out					;
	reg									Valid						;
	always@(posedge CLK or negedge RST)
		begin
			if(!RST)
				begin
					ALU_OUT   <= 'b0								;
					OUT_VALID <= 'b0								;
				end			
			else			
				begin			
					ALU_OUT   <= Result_out							;
					OUT_VALID <= Valid								;
				end
		end
	always@(*)
		begin
			if(ALU_EN)
				begin
					Result_out   = 'b0								;
					Valid = 1'b0									;
					case (ALU_FUN[3:2])				
						'b00:
							begin
								Result_out	 = Arith_OUT			;
								Valid		 = Valid_Arith			;
							end
						'b01:
							begin
								Result_out	 = Logic_OUT			;
								Valid		 = Valid_Logic			;
							end
						'b10: 
							begin
								Result_out	 = CMP_OUT				;
								Valid		 = Valid_CMP			;
							end
						'b11: 
							begin
								Result_out	 = Shift_OUT			;
								Valid		 = Valid_Shift			;
							end
						default:
							begin
								Result_out	 = 'b0					;
								Valid		 = 'b0					;
							end
					endcase
				end
			else
				begin
					Result_out	 = 'b0								;
					Valid		 = 'b0								;
				end
		end	
	Decoder #(.ALU_FUN_WIDTH (ALU_FUN_WIDTH-2))
	D1
	(																
		.ALU_FUN(ALU_FUN[3:2])										,
		.ALU_EN(ALU_EN)												,
		.Arith_Enable(Arith_en)										,
		.Logic_Enable(Logic_en)										,
		.CMP_Enable(CMP_en)											,
		.Shift_Enable(Shift_en)
	);
	Arithmetic_unit #(.A_WIDTH(A_WIDTH), .B_WIDTH(B_WIDTH), .OUT_WIDTH(OUT_WIDTH), .ALU_FUN_WIDTH(ALU_FUN_WIDTH-2))		
	Arith 
	(			
		.A(A)													,
		.B(B)													,
		.ALU_FUN(ALU_FUN[1:0])									,
		.Arith_Enable(Arith_en)									,
		.CLK(CLK)												,
		.RST(RST)												,
		.Arith_OUT(Arith_OUT)									,						
		.OUT_VALID(Valid_Arith)	
	);
	Logic_unit #(.A_WIDTH(A_WIDTH), .B_WIDTH(B_WIDTH), .OUT_WIDTH(OUT_WIDTH), .ALU_FUN_WIDTH(ALU_FUN_WIDTH-2))			
	Logic 
	(				
		.A(A)														,
		.B(B)														,
		.ALU_FUN(ALU_FUN[1:0])										,
		.Logic_Enable(Logic_en)										,
		.CLK(CLK)													,
		.RST(RST)													,
		.Logic_OUT(Logic_OUT)										,
		.OUT_VALID(Valid_Logic)			
	);		
	CMP_unit #(.A_WIDTH(A_WIDTH), .B_WIDTH(B_WIDTH), .OUT_WIDTH(OUT_WIDTH), .ALU_FUN_WIDTH(ALU_FUN_WIDTH-2))			
	CMP
	(		
		.A(A)														,
		.B(B)														,
		.ALU_FUN(ALU_FUN[1:0])										,
		.CMP_Enable(CMP_en)											,
		.CLK(CLK)													,
		.RST(RST)													,
		.CMP_OUT(CMP_OUT)											,
		.OUT_VALID(Valid_CMP)
	);	  			
	Shift_unit #(.A_WIDTH(A_WIDTH), .B_WIDTH(B_WIDTH), .OUT_WIDTH(OUT_WIDTH), .ALU_FUN_WIDTH(ALU_FUN_WIDTH-2))				
	Shift 
	(							
		.A(A)														,
		.B(B)														,
		.ALU_FUN(ALU_FUN[1:0])										,
		.Shift_Enable(Shift_en)										,
		.CLK(CLK)													,
		.RST(RST)													,
		.Shift_OUT(Shift_OUT)										,
		.OUT_VALID(Valid_Shift)								
	);
 endmodule
module Arithmetic_unit #(parameter 	A_WIDTH = 8	, B_WIDTH = 8 , OUT_WIDTH = 16, ALU_FUN_WIDTH = 2)						
 (									
	input  wire [A_WIDTH-1:0] 			A												,
	input  wire [B_WIDTH-1:0] 			B												,
	input  wire [ALU_FUN_WIDTH-1:0] 	ALU_FUN											,
	input  wire 						Arith_Enable									,
	input  wire 		  				CLK												,
	input  wire							RST												,
	output reg  [OUT_WIDTH-1:0] 		Arith_OUT										,						
	output reg							OUT_VALID							
 );				
	reg 		[OUT_WIDTH-1:0] 		Arith_Result									;
	reg									VALID											;
	always@(posedge CLK or negedge RST)	
		begin	
			if(!RST)
				begin
					Arith_OUT <= 'b0													;
					OUT_VALID <= 'b0													;
				end
			else
				begin
					Arith_OUT <= Arith_Result											;
					OUT_VALID <= VALID													;
				end
		end	
	always@(*)	
		begin	
			VALID = 1'b0																;
			if (Arith_Enable)		
				begin		
					case (ALU_FUN)	
						'b00: Arith_Result = A + B 										; 							
						'b01: Arith_Result = A - B 										; 
						'b10: Arith_Result = A * B 										; 
						'b11: Arith_Result = A / B 										; 
						default: Arith_Result = 'b0										;
					endcase
					VALID = 'b1															;
				end
			else
				begin
					Arith_Result = 'b0													;
					VALID = 'b0															;
				end
		end
endmodule
module CMP_unit #(parameter 	A_WIDTH = 8	, B_WIDTH = 8 , OUT_WIDTH = 16, ALU_FUN_WIDTH = 2)									
 (																
	input  wire [A_WIDTH-1:0] 			A											,
	input  wire [B_WIDTH-1:0] 			B											,
	input  wire [ALU_FUN_WIDTH-1:0] 	ALU_FUN										,
	input  wire 						CMP_Enable									,
	input  wire 		  				CLK											,
	input  wire							RST											,
	output reg  [OUT_WIDTH-1:0] 		CMP_OUT										,
	output reg							OUT_VALID
 );	
	reg 		[OUT_WIDTH-1:0] 		CMP_Result									;
	reg									VALID										;
	always@(posedge CLK or negedge RST)	
		begin	
			if(!RST)
				begin
					CMP_OUT   <= 'b0												;
					OUT_VALID <= 'b0												;
				end
			else
				begin
					CMP_OUT   <= CMP_Result											;
					OUT_VALID <= VALID												;
				end
		end	
	always@(*)	
		begin	
			VALID = 1'b0															;
			if (CMP_Enable)	
				begin	
					case (ALU_FUN)
						'b01: CMP_Result = (A == B) ? 'd1 : 'd0 					;				
						'b10: CMP_Result = (A > B)  ? 'd2 : 'd0 					;
						'b11: CMP_Result = (A < B)  ? 'd3 : 'd0 					;
						default: CMP_Result = 'd0  									;
					endcase
					VALID = 'b1														;
				end
			else
				begin
					CMP_Result = 'b0												;
					VALID = 'b0														;
				end
		end
endmodule
module Decoder #(parameter ALU_FUN_WIDTH = 2)
(
	input 	wire  [ALU_FUN_WIDTH-1:0] 			ALU_FUN					,
	input   wire								ALU_EN					,
	output  reg 								Arith_Enable			,
	output 	reg 								Logic_Enable			,
	output 	reg 								CMP_Enable				,
	output 	reg 								Shift_Enable
);
	always@(*)
		begin
			if(ALU_EN)
				begin
					Arith_Enable = 1'b0										;
					Logic_Enable = 1'b0										;
					CMP_Enable	 = 1'b0										;
					Shift_Enable = 1'b0										;
					case (ALU_FUN)				
						'b00:
							begin
								Arith_Enable = 1'b1							;
								Logic_Enable = 1'b0							;
								CMP_Enable	 = 1'b0							;
								Shift_Enable = 1'b0							;
							end
						'b01:
							begin
								Arith_Enable = 1'b0							;
								Logic_Enable = 1'b1							;
								CMP_Enable	 = 1'b0							;
								Shift_Enable = 1'b0							;
							end
						'b10: 
							begin
								Arith_Enable = 1'b0							;
								Logic_Enable = 1'b0							;
								CMP_Enable	 = 1'b1							;
								Shift_Enable = 1'b0							;
							end
						'b11: 
							begin
								Arith_Enable = 1'b0							;
								Logic_Enable = 1'b0							;
								CMP_Enable	 = 1'b0							;
								Shift_Enable = 1'b1							;
							end
						default:
							begin
								Arith_Enable = 1'b0							;
								Logic_Enable = 1'b0							;
								CMP_Enable	 = 1'b0							;
								Shift_Enable = 1'b0							;
							end
					endcase
				end
			else
				begin
					Arith_Enable = 1'b0										;
					Logic_Enable = 1'b0										;
					CMP_Enable	 = 1'b0										;
					Shift_Enable = 1'b0										;
				end
		end
endmodule
module Logic_unit #(parameter 	A_WIDTH = 8	, B_WIDTH = 8 , OUT_WIDTH = 16, ALU_FUN_WIDTH = 2)									
 (																
	input  wire [A_WIDTH-1:0] 			A									,
	input  wire [B_WIDTH-1:0] 			B									,
	input  wire [ALU_FUN_WIDTH-1:0] 	ALU_FUN								,
	input  wire 						Logic_Enable						,
	input  wire 		  				CLK									,
	input  wire							RST									,
	output reg  [OUT_WIDTH-1:0] 		Logic_OUT							,
	output reg							OUT_VALID					
 );	
	reg 		[OUT_WIDTH-1:0] 		Logic_Result						;
	reg									VALID								;
	always@(posedge CLK or negedge RST)	
		begin	
			if(!RST)
				begin
					Logic_OUT <= 'b0										;
					OUT_VALID <= 'b0										;
				end
			else
				begin
					Logic_OUT <= Logic_Result								;
					OUT_VALID <= VALID										;
				end
		end	
	always@(*)	
		begin	
			VALID = 1'b0													;
			if (Logic_Enable)		
				begin		
					case (ALU_FUN)	
						'b00: 	 Logic_Result = 	A & B					;
						'b01: 	 Logic_Result = 	A | B					;
						'b10: 	 Logic_Result =   ~(A & B)					;
						'b11:	 Logic_Result =   ~(A | B)					;
						default: Logic_Result =   'd0						;
					endcase
					VALID = 'b1												;
				end
			else
				begin
					Logic_Result = 'b0										;
					VALID = 'b0												;
				end
		end
endmodule
module Shift_unit #(parameter 	A_WIDTH = 8	, B_WIDTH = 8 , OUT_WIDTH = 16, ALU_FUN_WIDTH = 2)									
 (																
	input  wire [A_WIDTH-1:0] 			A									,
	input  wire [B_WIDTH-1:0] 			B									,
	input  wire [ALU_FUN_WIDTH-1:0] 	ALU_FUN								,
	input  wire 						Shift_Enable						,
	input  wire 		  				CLK									,
	input  wire							RST									,
	output reg  [OUT_WIDTH-1:0] 		Shift_OUT							,
	output reg							OUT_VALID	
 );
	reg 		[OUT_WIDTH-1:0] 		Shift_Result						;
	reg									VALID								;
	always@(posedge CLK or negedge RST)	
		begin	
			if(!RST)
				begin
					Shift_OUT <= 'b0										;
					OUT_VALID <= 'b0										;
				end
			else
				begin
					Shift_OUT <= Shift_Result								;
					OUT_VALID <= VALID										;
				end
		end	
	always@(*)	
		begin	
			VALID = 1'b0													;
			if (Shift_Enable)	
				begin	
					case (ALU_FUN)
						'b00: 	 Shift_Result = A >> 1'b1					;				
						'b01: 	 Shift_Result = A << 1'b1					;
						'b10:	 Shift_Result = B >> 1'b1					;
						'b11: 	 Shift_Result = B << 1'b1					;
						default: Shift_Result = 'd0							;
					endcase
					VALID = 'b1												;
				end
			else
				begin
					Shift_Result = 'b0										;
					VALID = 'b0												;
				end
		end
endmodule
### design/flow/run.sh
#!/bin/bash
# OpenROAD 26Q1-2900-gdf79404cd8, Yosys 0.63+post, stock flow scripts
make -C /OpenROAD-flow-scripts/flow DESIGN_CONFIG=/design/flow/config.mk WORK_HOME=/design/flow/orfs finish
==> results_dict.tcl <==
# implementation run metrics
set metrics [dict create \
    grt_max_degree 58 \
    first_pass_iters 5 \
    clk_latency_ns 0.32 \
    port_buffers 39 \
    vias 11630 \
    crit_path_max_fanout 5 \
    ir_drop_mv 5.382 \
    cpLargestDelayFamily "AND-OR/OR-AND gates" \
    fin_cells 2175 \
    rsz0062_at_grt "true" \
    cts_root_buf "clkbuf_16" \
    reg2reg_depth 2 \
    core.rowCount 58 \
    slew_viol_final 0 \
    setup.worst_path.start "B[0]" \
    powerDensity_nw_per_um2 3142 \
    finalSetupViolations 20 \
    cp_slowest_cell "o41a_1" \
    synth_cell_types 91 \
    crit-reg2reg-launch "Arith.Arith_OUT[0]$_DFF_PN0_" \
    crit_buf_inv 41 \
    routed_via_density 5.345 \
    yosys-stat-cells 1290 \
    drtAntennaViolNets 0 \
    grt_usage_pct 26.25 \
    cp-endpoint "Arith.Arith_OUT[0]$_DFF_PN0_" \
    cp-start-kind "primary input" \
    crit_required_ns 1.51 \
    grt_pass1_vias 10890 \
    cp.arrival_ns 22.98 \
    reg2reg_to "ALU_OUT[0]$_DFF_PN0_" \
    edf_count 0 \
    lay_top_count "buf_4" \
    core_area_um2 25470 \
    drc_errors 0 \
    lay_top_cells "buf_4 (469), nor2_1 (139), ha_1 (132)" \
    first_iter_violations 609 \
    yosys_area_um2 10520 \
    cts_max_level 3 \
    fmax_mhz 43.93 \
    cp.depth 137 \
    antenna_found_initial 0 \
    finClkSkew_ns 0.004436 \
    cap_violations 0 \
    synth_flops 57 \
    dpl.hpwl_mm 25.23 \
    setup_tns_ns -150.24 \
    cts_inserted_buffers 9 \
    violations "hold timing, setup timing" \
    ys_seq_share_pct 13.56 \
    finalClockPeriodUsage_pct 1751 \
    synth_area_um2 10520 \
    area_growth_pct 59.93 \
    grt_pass1_wl_mm 54.35 \
    status "finished with violations" \
    die_area_um2 26960 \
    dominantRegCellSynth "dfrtp_1" \
    log.warning_count 49 \
    hold_violations 57 \
    min_path_type "in -> async" \
    p_leak_nw 8.363 \
    fp_util_pct 41.31 \
    io_pins 40 \
    clock_sinks 57 \
    rrSetupSlack_ns 0.17 \
    postSynthCellCount 1290 \
    slew_headroom_pct 58.24 \
    synth-async-reset-ratio_pct 100.0 \
    synth-warning-count 6 \
    tightest_slew_ns 0.6264 \
    synth.avg_cell_area_um2 8.157 \
    gp_congestion 0.9123 \
    cts_tree "yes" \
    routed_wl_mm 35.68 \
    place_area_um2 14520 \
    whs_ns -0.07166 \
    placed_cells 2023 \
    path_clk_slew_ns 0.05 \
    die.size.y_um 164.2 \
    crit_type "in -> reg" \
    critPathCaptureType "flop" \
    cts_buffer_depth 2 \
    fin_crit_ns 22.76 \
    crit_path_frequent_cell "buf_4" \
    gr-total-overflow 0 \
    setup_ws_ns -21.46 \
    n_antenna_cell 0 \
    drive_gt1_share_pct 43.63 \
    critical-path-max-stage-delay_ns 0.46 \
    wire_per_inst_um 16.40 \
    final_cell_area_um2 16830 \
    fp.dieW_um 164.2 \
]
==> synthesized netlist by cell type (20+ instances only) <==
cell / count / share of area [%]
o21a_1: 44 / 3.1
o21ai_0: 60 / 2.9
nand2_1: 86 / 3.1
nand2b_1: 25 / 1.5
dfrtp_1: 57 / 14
fa_1: 38 / 7.2
ha_1: 162 / 19
mux2_2: 29 / 3.1
nor2_1: 153 / 5.5
nor3_1: 54 / 2.6
a21oi_1: 91 / 4.3
clkbuf_1: 34 / 1.2
xor2_1: 20 / 1.7
xnor2_1: 41 / 3.4
inv_1: 84 / 3.0
mux2i_1: 21 / 2.0
==> sequential cells by signal (all words and copies together), names as in the netlist <==
signal	cells
ALU_OUT	16
Arith.Arith_OUT	16
Logic.Logic_OUT	9
Shift.Shift_OUT	9
CMP.CMP_OUT	2
Arith.OUT_VALID	1
CMP.OUT_VALID	1
Logic.OUT_VALID	1
OUT_VALID	1
Shift.OUT_VALID	1
==> per-stage QoR <==
| step | worst slack, ns | utilization (%) | power [mW] | hold WS, ns |
|---|---|---|---|---|
| 2_1_floorplan | -22.19 | - | 26.26 | -0.03559 |
| 3_3_place_gp | -21.61 | 57.02 | 37.72 | 0.2781 |
| 3_5_place_dp | -21.98 | 57.02 | 37.88 | 0.2807 |
| 4_1_cts | -21.18 | 60.63 | 41.16 | -0.05707 |
| 5_1_grt | -22.64 | 66.07 | 55.36 | -0.04373 |
| 6_report | -21.46 | 66.07 | 52.87 | -0.07166 |
==> final cells by class <==
| type | count | area [um^2] |
|---|---|---|
| Sequential cell | 57 | 1426 |
| Clock buffer | 12 | 256.5 |
| Clock inverter | 3 | 40.04 |
| Inverter | 90 | 352.8 |
| Fill cell | 1903 | 8643 |
| Tap cell | 330 | 412.9 |
| Multi-Input combinational cell | 1106 | 9590 |
| Timing Repair Buffer | 577 | 4750 |
==> report_power, final <==
group / switching [mW] / total [mW] / leakage [nW] / internal (mW)
logic: 20.6 / 48.7 / 7.43 / 28.1
registers: 0.0233 / 1.87 / 0.786 / 1.85
clock network: 0.738 / 2.30 / 0.148 / 1.56
==> routing by layer <==
metal	share of wire, %	routed length, um	global-route usage (%)
met2	45	16000	41.64
met3	6.4	2287	3.580
met1	46	16580	38.18
met5	0	0	0
met4	2.3	814	6.229
==> repair_timing <==
| action | CTS | global route |
|---|---|---|
| resized | 110 | 204 |
| endpoints found under the hold margin | 57 | 57 |
| buffers inserted | 57 | 79 |
| pin swaps | 29 | 114 |
| endpoints found under the setup margin | 59 | 29 |
| gates cloned | 1 | 0 |
==> cells by family after synthesis <==
group	count (synthesis)	synth area share, %
buf+inv	134	4.994
fa+ha+maj	201	26.59
mux	69	8.430
compound gates	328	20.94
simple gates	439	20.38
flops	57	13.56
xor+xnor	61	5.077
other cells	1	0.03564
==> worst min-delay path by stage <==
stage | from | slack, ns | to
after CTS | RST | -0.06 | Arith.Arith_OUT[7]$_DFF_PN0_
after global routing | RST | -0.04 | ALU_OUT[12]$_DFF_PN0_
final | RST | -0.07 | ALU_OUT[9]$_DFF_PN0_
Power figures rest on the tool's default switching activity, not on a simulated workload.
